File: flow/config.mk
export PLATFORM = sky130hd
export DESIGN_NAME = multiplier_16x16
export DESIGN_NICKNAME = multiplier_16x16
export VERILOG_FILES = /design/flow/design.v
export SDC_FILE = /design/flow/constraint.sdc
export NUM_CORES = 4
export LEC_CHECK = 1
export CORE_UTILIZATION = 50
File: flow/constraint.sdc
current_design multiplier_16x16

set clk_period 16.5
set clk_io_pct 0.2

create_clock -name clk0 -period $clk_period

set non_clock_inputs [all_inputs -no_clocks]
set_input_delay [expr $clk_period * $clk_io_pct] -clock clk0 $non_clock_inputs
set_output_delay [expr $clk_period * $clk_io_pct] -clock clk0 [all_outputs]
File: flow/design.v
module multiplier_16x16(
	input [15:0]a,
	input [15:0]b,
	output [31:0]product
);
assign product = a*b;
endmodule
File: flow/run.sh
#!/bin/bash
# OpenROAD 26Q1-2900-gdf79404cd8, Yosys 0.63+post, stock flow scripts
make -C /OpenROAD-flow-scripts/flow DESIGN_CONFIG=/design/flow/config.mk WORK_HOME=/design/flow/orfs finish
==> flow_metrics.tcl <==
# metrics dict for downstream scripts
set metrics [dict create \
    crit_arrival_ps 10130 \
    drc 0 \
    grt_pass1_wl_um 33600 \
    routedWlPerCell_um 15.8 \
    path_max_fanout 16 \
    ys_cells 984 \
    outcome "completed" \
    routed_wl_um 19600 \
    dpl.hpwl_um 16600 \
    met2_usage 0.370 \
    crit_required_ps 13200 \
    synth_cells 984 \
    met3_usage 0.124 \
    tightest_slew_ps 734 \
    antenna-diode-count 0 \
    avgViaCountPerCell 5.03 \
    dp.cells 1238 \
    antenna_found_initial 0 \
    row_count 47 \
    synth_seq_share 0 \
    final_antenna_net_count 0 \
    syn2layout_area_growth_pct 9.55 \
    relSlewSlack 0.509 \
    tns_ps 0 \
    warnings 32 \
    n_sequential_cell 0 \
    track_usage 0.263 \
    vias 6223 \
    maxCapViolCount 0 \
    die_w_um 132 \
    grt_setup_unrepaired "no" \
    nClkBuffers 0 \
    cts_resized 0 \
    yosysTopAreaCellShare 0.457 \
    top_area_cell "fa_1" \
    first_global_vias 6539 \
    yosysUniqueCellTypes 43 \
    top_usage_layer "met1" \
    ys_warn_count 0 \
    grt_overflow 0 \
    hold_violations 0 \
    period_used_share 0.814 \
    die_area_um2 17500 \
    flop_area_um2 0 \
    finalCriticalPeriod_ps 13430 \
    crit_type "in -> out" \
    first_pass_iters 4 \
    min_path_type "in -> out" \
    cp-startpoint "a[7]" \
    cts_hold_buffers 0 \
    io_buffers 64 \
    finalSetupViolCount 0 \
    gp_congestion 0.904 \
    stdcell_count 1238 \
    drive_above_1_share 0.0128 \
    hold_path.startpoint "a[0]" \
    fp_util 0.512 \
    drt_iter0_drc 232 \
    cp-start-kind "input pin" \
    synth_chip_area_um2 8490 \
    grt_max_degree 17 \
    core-area_um2 16600 \
    use_met1 0.417 \
    drv_slew 0 \
    avgSynthCellArea_um2 8.63 \
    die_y_um 132 \
    syn_area_um2 8490 \
    fillers 1552 \
    clock.fmax_mhz 74.5 \
    post-route-util 0.561 \
    critPathCaptureType "output pin" \
    post-cts-setup-buffer-count 0 \
    topCellsByArea "fa_1, ha_1, inv_1, and2_1, nand2_1" \
    top_level_ports 64 \
]
[final cells by class]
cell class / count / area, µm² / area share
Multi-Input combinational cell: 720 / 7500 / 0.806
Inverter: 232 / 871 / 0.0936
Timing Repair Buffer: 66 / 656 / 0.0705
Tap cell: 220 / 275 / 0.0296
[logic make-up after synthesis]
kind of cell | after synthesis | share of synthesized area
AND/OR/NAND/NOR | 323 | 0.187
adder cells (fa/ha/maj) | 298 | 0.611
buffers and inverters | 264 | 0.117
AND-OR/OR-AND | 70 | 0.0558
XOR/XNOR | 28 | 0.0289
multiplexers | 1 | 0.00133
[path summary, 6_finish.rpt]
kind	end	cells past startpoint
max	product[29]	21
min	product[0]	4
[layout by cell type (no fill, tap or decap), types with 3 or more instances in the layout]
cell,count
inv_1,232
fa_1,194
nand2_1,157
and2_1,125
ha_1,104
clkdlybuf4s50_1,64
a21oi_1,24
xnor2_1,18
nor2_1,15
o21ai_0,14
xor2_1,10
nand3_1,8
a21o_1,4
a31oi_1,4
nor2b_1,4
nand2b_1,3
o211ai_1,3
nor3_1,3
o21bai_1,3
[cell usage after synthesis (all sizes together) (2+ instances only)]
library cell and n:
inv 232, fa 194, nand2 158, and2 125, ha 104, clkbuf 32
a21oi 24, xnor2 18, nor2 15, o21ai 14, xor2 10, nand3 8
a21o 5, a31oi 4, nor2b 4, nor3 4, o211ai 4, nand2b 3
o21bai 3, a211oi 2, nand4 2, o31ai 2
[routing by layer]
metal | share of wire | routed length [µm] | vias to the layer above
met4 | 0.0053 | 104 | 0
met2 | 0.42 | 8180 | 207
met1 | 0.45 | 8870 | 3013
li1 | - | - | 2997
met3 | 0.12 | 2430 | 6
met5 | 0 | 0 | -
[stage by stage]
| stage | instance area [µm²] | setup WS (ps) | hold WS [ps] |
|---|---|---|---|
| 2_1_floorplan | 8490 | 4850 | 6670 |
| 3_3_place_gp | 9300 | 3060 | 7730 |
| 3_5_place_dp | 9300 | 3120 | 7730 |
| 4_1_cts | 9300 | 3080 | 7730 |
| 5_1_grt | 9300 | 2780 | 7770 |
| 6_report | 9300 | 3070 | 7730 |
[worst max-delay path: stages]
cell,delay [ps]
clkdlybuf4s50_1,800
and2_1,350
fa_1,550
inv_1,60
fa_1,460
fa_1,520
fa_1,550
inv_1,50
fa_1,470
inv_1,50
fa_1,480
inv_1,50
ha_1,370
o21ai_0,110
o21ai_0,180
a21oi_1,140
a2111oi_2,650
nor2_1,140
o21ai_0,230
xnor2_1,150
clkdlybuf4s50_1,490
