<file path="run.sh">
#!/bin/bash
# OpenROAD 26Q1-2900-gdf79404cd8, Yosys 0.63+post, stock flow scripts
make -C /OpenROAD-flow-scripts/flow DESIGN_CONFIG=/design/flow/config.mk WORK_HOME=/design/flow/orfs finish
</file>
<file path="constraint.sdc">
current_design adder_subtractor

set clk_period 4.7
set clk_io_pct 0.2

create_clock -name clk0 -period $clk_period

set non_clock_inputs [all_inputs -no_clocks]
set_input_delay [expr $clk_period * $clk_io_pct] -clock clk0 $non_clock_inputs
set_output_delay [expr $clk_period * $clk_io_pct] -clock clk0 [all_outputs]
</file>
<file path="design.v">
module adder_subtractor(a,b,sel,sout,cout);
input [3:0]a;
input [3:0]b;
input sel;
output [3:0]sout;
output cout;
wire [3:0]l;
wire [2:0]c;
assign l[0]=sel^b[0];
assign l[1]=sel^b[1];
assign l[2]=sel^b[2];
assign l[3]=sel^b[3];
full_adder fa0(a[0],l[0],sel,sout[0],c[0]);
full_adder fa1(a[1],l[1],c[0],sout[1],c[1]);
full_adder fa2(a[2],l[2],c[1],sout[2],c[2]);
full_adder fa3(a[3],l[3],c[2],sout[3],cout);
endmodule
module full_adder(a,b,c,sum,carry);
input a,b,c;
output sum;
output carry;
assign sum=a^b^c;
assign carry=(a&b)|(b&c)|(c&a);
endmodule
</file>
<file path="config.mk">
export PLATFORM = sky130hd
export DESIGN_NAME = adder_subtractor
export DESIGN_NICKNAME = adder_subtractor
export VERILOG_FILES = /design/flow/design.v
export SDC_FILE = /design/flow/constraint.sdc
export NUM_CORES = 4
export LEC_CHECK = 1
export CORE_AREA = 10 10 70 70
export DIE_AREA = 0 0 80 80
</file>
==> datasheet_impl.txt <==
Physical implementation characteristics

Parameter                              Value

Status
  Status .................. complete, no violations

Place
  HPWL after DPL .................. 540 µm
  Worst setup timing slack at the placement stage .................. 0.348 ns
  Final RePlAce weighted congestion .................. 0.737
  Number of input and output port buffers inserted .................. 14

Final layout
  Register area .................. 0 µm²
  Proportion of layout cells with a drive suffix above 1 .................. a little under 4%
  Fraction of the core area covered by cells at the end of the flow .................. 9.34%
  Total of clock buffers placed in the layout .................. 0
  Fill cells .................. about 420
  Area added between synthesis and finish .................. 111%
  Count of sequential standard cells .................. 0

STA
  Maximum clock frequency .................. roughly 230 MHz
  Final-report hold violation count .................. 0
  Period minus WS final .................. about 4.3 ns
  Worst-case headroom to the max-slew limit .................. 86.5%
  Aggregate negative setup slack .................. 0 ns
  Setup repair after global routing missed its margin .................. no
  Worst Setup Slack, final .................. 0.355 ns
  Final tally of setup violations .................. 0
  Count of final max-slew check failures .................. 0
  Final worst path period share .................. between 90 and 100%
  Worst Max-Slew Pin Slew .................. about 0.2 ns

Floorplan
  Die H .................. roughly 80 µm
  Std cell rows .................. 21
  Die Size .................. approximately 6400 µm²
  Pre-Place Util .................. roughly 4.4%
  # IOs .................. 14
  Floorplan core area .................. 3420 µm²
  Die x size .................. 80 µm

Global route
  Remaining global-route overflow .................. 0
  Maximum number of pins on one net before global-route repair .................. 5
  Number of antenna violations at the first check in global routing .................. 0
  First-pass GRT wire length .................. just under 800 µm
  Combined global-route utilization of all metal layers .................. about 1.6%
  Via count of the first global-routing pass .................. 127

Power and ir drop
  Power per cell area .................. 123 nW/µm²
  Maximum vdd ir drop .................. 0.0288 mV
  Standby leakage power .................. 0.117 nW

Drt
  DRC violation count after routing .................. 0
  Count of nets left with antenna violations after detail routing .................. 0
  Total length of routed wires .................. 526 µm
  First-pass detailed-route iteration total .................. 1
  Vias/cell .................. roughly 1.7
  Number of inserted diodes .................. 0
  Vias after detailed routing .................. 123
  Average routed wire per standard cell .................. ~7.3 µm
  Violation count after the first detailed-route iteration .................. 0

Worst setup path
  CP endpoint kind .................. output port
  Critical path fanouts, max .................. 2
  Critical path class .................. input pin to output port
  Required time at the worst-slack endpoint .................. 3.76 ns
  CP startpoint kind .................. input pin
  Arrival time of data at the critical path endpoint .................. 3.40 ns

Synth
  Cell type contributing the most total cell area after synthesis .................. fa_1
  Post-synthesis cell count from yosys .................. 16
  Mapped Cells .................. 16
  Distinct cell type count of the synthesized netlist .................. 6
  Fraction of the yosys area taken by sequential cells .................. 0%
  Mean cell area of the mapped netlist .................. 9.46 µm²
  Post-synth top area share .................. 39.7%
  Synth warnings .................. 0
  Largest cells by area after synthesis .................. fa_1 (40%), buf_4 (20%), xor2_1 (17%)
  Cell area after technology mapping .................. 151 µm²
  Chip area estimate from yosys synthesis .................. 151 µm²

CTS
  # Post-CTS Setup Buffers .................. 0
  Resized Gates After CTS .................. 0
  # hold bufs at CTS .................. 0

Hold path
  HP Class .................. input pin to output port

Flow run
  Count of warning messages emitted by the tools .................. 35
  Number of violations of the max-capacitance limit .................. 0
## power by group
group	total (mW)	internal (mW)	switching (mW)
logic	0.0392	0.0271	0.0121
clock network	0	0	0
registers	0	0	0
total	0.0392	0.0271	0.0121
## through the flow
step	hold slack (ns)	instances	area, µm²	total power [mW]
after floorplan	1.99	16	151	0.0186
after global placement	2.86	72	319	0.0390
after detailed placement	2.87	72	319	0.0400
after CTS	2.87	72	319	0.0401
after global routing	2.90	72	319	0.0437
final	2.86	72	319	0.0392
## path summary, 6_finish.rpt
path / from / to / slack [ns] / cells after the start
worst max-delay path: b[0] / sout[3] / 0.36 / 8
worst min-delay path: a[0] / sout[0] / 2.86 / 3
## placed cells by master, fill, tap and decap left out
master / instances
clkdlybuf4s50_1: 14
fa_1: 3
inv_1: 4
mux2_2: 1
xnor2_1: 1
xor2_1: 3
## routing by layer
layer	vias up	GRT usage (%)	wire length, µm
met4	0	0	0
li1	61	-	-
met2	11	1.69	152
met1	51	2.40	272
met3	0	1.25	101
met5	-	0	0
## cells in the mapped netlist
cell type  number
inv_1           4
xnor2_1         1
fa_1            3
mux2_2          1
buf_4           4
xor2_1          3
## layout make-up
type	count	area, µm²	area share (%)
inverters	4	15.0	4.71
well taps	46	57.6	18.0
repair buffers	14	140	43.9
multi-input cells	8	106	33.3
## kinds of logic (layout without fill, tap and decap cells)
group	after synthesis	count (layout)	share of synthesized area [%]
buffers and inverters	8	18	29.7
xor gates and xnor gates	4	4	23.1
muxes	1	1	7.44
adders and majority gates	3	3	39.7
## worst max-delay path, cell delays in order
cell             delay [ns]
clkdlybuf4s50_1        0.50
mux2_2                 0.35
fa_1                   0.35
inv_1                  0.07
fa_1                   0.16
inv_1                  0.05
fa_1                   0.49
clkdlybuf4s50_1        0.50
Power is estimated from default activity; no workload was simulated.
