==> /design/flow/design.v <==
module counter_32bit_ov(
	input clk,
	input reset,
	output reg[31:0]count,
	output reg overflow
);
always@(posedge clk or posedge reset)
begin
	if(reset)
	begin
		count<=32'b0;
		overflow<=1'b0;
	end
	else begin
		if(count==32'hffffffff)begin
			overflow<=1'b1;
			count<=32'b0;
		end else begin
			count<=count+1;
			overflow<=1'b0;
		end
	end
end
endmodule
==> /design/flow/run.sh <==
#!/bin/bash
# OpenROAD 26Q1-2900-gdf79404cd8, Yosys 0.63+post, stock flow scripts
make -C /OpenROAD-flow-scripts/flow DESIGN_CONFIG=/design/flow/config.mk WORK_HOME=/design/flow/orfs finish
==> /design/flow/config.mk <==
export PLATFORM = sky130hd
export DESIGN_NAME = counter_32bit_ov
export DESIGN_NICKNAME = counter_32bit_ov
export VERILOG_FILES = /design/flow/design.v
export SDC_FILE = /design/flow/constraint.sdc
export NUM_CORES = 4
export LEC_CHECK = 1
export CORE_UTILIZATION = 30
==> /design/flow/constraint.sdc <==
current_design counter_32bit_ov

set clk_period 5.5
set clk_io_pct 0.2

create_clock -name clk0 -period $clk_period [get_ports {clk}]

set non_clock_inputs [all_inputs -no_clocks]
set_input_delay [expr $clk_period * $clk_io_pct] -clock clk0 $non_clock_inputs
set_output_delay [expr $clk_period * $clk_io_pct] -clock clk0 [all_outputs]
==> changes_impl.md <==
### Metrics

- Run status: completed
- Worst Hold Class: register to register
- Quantity of hold-fixing buffers added after cts: 0
- H-tree depth: 2
- Synth cell types: 35
- CP endpoint: count[12]
- CP endpoint kind: primary output
- Synthesis Warnings: 1
- Synth Instances: around 160
- Worst Path Required: approximately 4.4 ns
- Slowest stage cell, crit path: clkdlybuf4s50_1
- Post-synth area hogs: dfrtp_1 (49%), xnor2_1 (5.7%), xor2_1 (5.2%), nand3_1 (3.9%), and3_1 (3.0%)
- Fill cell count: between 500 and 600
- Root Driver: clkbuf_8
- Chip area: a little under 6000 µm²
- Crit. Startpoint: count[12]
- Worst-path clk slew: roughly 0.060 ns
- Clk buf depth: 2
- Total number of vias: between 1000 and 1500
- Crit path DAT: around 1.3 ns
- R2r worst-path depth: 5
- Unrepaired setup endpoints after global routing: false
- Area leader, netlist: dfrtp_1
- Synthesized area: ~1700 µm²
- Initial DRC count: around 60
- Detailed Route WL: 3.46 mm
- R2R setup slack: ~3.1 ns
- Fin. max-slew vios: 0
- FF/Latch Area: about 830 µm²
- Cell row count: 26
- Crit-path max cell delay: roughly 0.51 ns
- Core region area: roughly 5300 µm²
- Placement Setup Slack: between 3 and 4 ns
- Avg Vias per Cell: about 4.8
- Share of layout cells above drive strength 1: a little over 10%
- TritonCTS clock tree: built
- Pre-antenna DRT Iters: 4
- Worst path depth: 1
- Total tool warning count: 25
- Worst slew pin tran: a little over 0.7 ns
- Clock Skew: about 0.0022 ns
- Sequential area share after synthesis: 48.9%
- Worst hold margin: around 0.49 ns
- Ports: 35
- DRC: 0
- Slew HR: about half
- Worst path top cell family by delay: buffers and inverters
- Fin. Hold Viols: 0
- Primary FF master, synth: dfrtp_1
- Hold Crit Depth: 1
- Initial antenna violation count: 0
- HPWL after DPL: ~2.4 mm
- Clock Sinks: 33
- Clk Latency, worst-skew pair: 0.28 ns
- Crit path max fanout: 8
- Wirelength per Cell: between 10 and 15 µm
- Die W: roughly 77 µm
- Crit share post-route: between 40% and 50%
- TritonCTS Buffers: 5
- CP Cell Sequence: clkdlybuf4s50_1
- Area of the multi-input gates: between 700 and 800 µm²
- GRT overflow: 0
- Post-synth regs: 33
- N_diodes: 0
- FP Core Util: 32.0%
- Setup TNS: 0 ns
- Global Route Usage Sum: around an eighth
- Pwr dens: slightly below 200 nW/µm²
- Post-Syn Area per Cell: 10.6 µm²
- Max_cap viols: 0
- Global-route wire length before repair: 6.09 mm
- Fraction of registers with async set/reset: around 100%
- Setup Fix Bufs, Post-CTS: 0
- Number of enable flip-flop cells: 0
- Max-area cell share: 48.9%
- Yosys stat cell total: 159
- Worst path buffer plus inverter count: 1
- Fmax: between 0.4 and 0.5 GHz
- R2r endpoint: count[7]
- Final GP Congestion: 0.780
- Critical Path Start Type: register
- Fin worst setup slack: between 3 and 4 ns
- Chip Area, Yosys: between 1500 and 2000 µm²
- IO buf count: 34
- Finish-stage setup viols: 0
- Area growth syn-to-layout: 28.6%
- Vias in the first global route: 1262
- FF-to-FF Start: count[15]
- Largest net degree at the start of global routing: 34
- Setup CP Type: register to primary output
- Yosys top cell by instances: dfrtp_1
- CTS resizes: 0
- Final ANT Viol Nets: 0
- Top post-synthesis cells by count: dfrtp_1 (33), nand3_1 (13), xnor2_1 (11), xor2_1 (10), nor2_1 (9)
- Peak supply drop: 0.0928 mV
- Final min period: about 2.4 ns
- Die H: 77.0 µm
- Leakage power: a little over 0.9 nW
## placed cells by master, fill, tap and decap left out, types with 4 or more instances in the layout
cell / synthesis / final
xor2_1: 10 / 10
and4_1: 5 / 5
o31ai_1: 6 / 6
nand2_1: 8 / 8
and3_1: 8 / 8
clkbuf_8: 0 / 6
nand3_1: 13 / 13
xnor2_1: 11 / 11
dfrtp_1: 33 / 33
clkdlybuf4s50_1: 0 / 34
a21oi_1: 4 / 4
nor2_1: 9 / 9
nand4_1: 6 / 6
inv_1: 5 / 5
nor4_1: 4 / 4
## worst min-delay path by stage
stage / end / start / slack (ns)
5_1_grt: count[28] / count[28] / 0.52
4_1_cts: count[28] / count[28] / 0.49
6_report: count[28] / count[28] / 0.49
## layer usage
metal	share of wire (%)	up-vias	global-route usage [%]
met1	50	603	20.7
met5	0	-	0
met2	44	31	19.2
met4	1.2	0	1.51
met3	4.9	5	2.54
li1	-	646	-
## power by group
| group | internal (W) | leakage (nW) | total (W) | switching [W] |
|---|---|---|---|---|
| logic | 0.00000113 | 0.431 | 0.00000575 | 0.00000461 |
| clock network | 0.0000992 | 0.0443 | 0.000180 | 0.0000812 |
| registers | 0.000243 | 0.451 | 0.000243 | 0 |
## stage by stage
step / power [W] / utilization [%] / area (µm²) / std cells
global placement: 0.000254 / 39.6 / 2080 / 258
CTS: 0.000437 / 41.2 / 2170 / 265
floorplan: 0.000251 / - / 1690 / 159
detailed placement: 0.000254 / 39.6 / 2080 / 258
global route: 0.000447 / 41.2 / 2170 / 265
finish: 0.000429 / 41.2 / 2170 / 265
## cells by family after synthesis
family	after synthesis	share of synthesized area (%)
adders and majority gates	1	0.741
buffers and inverters	12	3.85
AOI/OAI and AO/OA	19	7.78
and+or+nand+nor	73	27.8
xor gates and xnor gates	21	10.9
DFF	33	48.9
## sequential cells by signal, indices dropped and copies added, names as in the netlist
| name | cells |
|---|---|
| overflow | 1 |
| count | 32 |
## area by class of cell
class                      count  share of cell area (%)
multi-input combinational    114                    36.7
tap                           70                    4.03
inverter                       5                   0.865
sequential                    33                    38.0
timing repair buffer          36                    16.4
clock buffer                   7                    3.98
Power is estimated from default activity; no workload was simulated.
